## design/flow/run.sh

```bash
#!/bin/bash
# OpenROAD 26Q1-2900-gdf79404cd8, Yosys 0.63+post, stock flow scripts
make -C /OpenROAD-flow-scripts/flow DESIGN_CONFIG=/design/flow/config.mk WORK_HOME=/design/flow/orfs finish
```

## design/flow/config.mk

```make
export PLATFORM = sky130hd
export DESIGN_NAME = fifo_queue
export DESIGN_NICKNAME = fifo_queue
export VERILOG_FILES = /design/flow/design.v
export SDC_FILE = /design/flow/constraint.sdc
export NUM_CORES = 4
export LEC_CHECK = 1
export CORE_UTILIZATION = 50
```

## design/flow/constraint.sdc

```tcl
current_design fifo_queue

set clk_period 6.6
set clk_io_pct 0.2

create_clock -name clk0 -period $clk_period [get_ports {clk}]

set non_clock_inputs [all_inputs -no_clocks]
set_input_delay [expr $clk_period * $clk_io_pct] -clock clk0 $non_clock_inputs
set_output_delay [expr $clk_period * $clk_io_pct] -clock clk0 [all_outputs]
```

## design/flow/design.v

```verilog
module fifo_queue ( 
  input logic clk, 
  input logic nrst,
  input logic write, 
  input logic read,
  input logic[31:0] wdata,
  output logic[31:0] rdata,
  output logic full,
  output logic empty
 );
  logic[5:0] fifo_cnt; 
  logic[31:0] fifo_mem [63:0] ;  
  logic [5:0] rd_ptr;
  logic [5:0] wr_ptr;
  always_comb begin
    full = (fifo_cnt == 'd64);
    empty = (fifo_cnt == 'd0);
  end
  always @(posedge clk, negedge nrst) begin
    if(!nrst)
      fifo_cnt <= 'd0;
    else if(!full && write && !read)
      fifo_cnt <= fifo_cnt + 1'b1;
    else if(!empty && read && !write)
      fifo_cnt <= fifo_cnt - 1'b1;
    else
      fifo_cnt <= fifo_cnt;
  end
  always @(posedge clk, negedge nrst) begin
    if(!nrst) begin
      rd_ptr <= 'd0;
      wr_ptr <= 'd0;
      rdata <= 'hdead;
    end
    else if(!read && write) begin
      fifo_mem[wr_ptr] <= wdata;
      wr_ptr <= wr_ptr + 1'b1;
    end
    else if(!write && read) begin
      rdata <= fifo_mem[rd_ptr];
      rd_ptr <= rd_ptr + 1'b1;
    end
    else if (read && write) begin
      fifo_mem[wr_ptr] <= wdata;
      rdata <= fifo_mem[rd_ptr];
      rd_ptr	<= rd_ptr + 1;
      wr_ptr	<= wr_ptr + 1;
    end
    else begin
      rd_ptr <= rd_ptr;
      wr_ptr <= wr_ptr;
      rdata <= 'hdead;
    end
  end
endmodule
```

==> results.ini <==
[sta]
fmax_ghz=0.2243
setup_violations=0
max_slew_margin_pct=23.15
period_used_pct=67.54
tightest_slew_ps=1150
slew_violations=0
fin_crit_ps=4457
rsz0062_at_grt=no
finalSetupTns_ps=0
setup_slack_ps=2143
clock_skew_ps=46.21
hold_viol=0

[route]
vias=47200
wirelength_mm=303.5
route.detailed.drc=0
post_drt_wl_per_cell_um=44.36
drtIter0Drc=3907
routed_via_density=6.898
ant_nets=0
drtPass1Iterations=9

[grt]
grt_pass1_vias=48610
track_usage_pct=44.09
grt_pass1_wl_mm=406.1
overflow=0
antenna_found_initial=13
grt_max_degree=65

[setup_path]
cp-end-kind=flop
arrival_ps=5140
required_ps=7280
cp_max_fo=30
cpMaxStageDelayCell=nand2b_2
cp_slowest_stage_delay_ps=680
start_kind=flop
cpMostUsedCell=buf_4
worstSetupPathType=flop to flop
crit_chain=buf_4 -> buf_4 -> nand2b_2 -> nor2_4 -> buf_4 -> a2111oi_0 -> nand3_1 -> nor4_1 -> and3_1 -> o21ai_0

[placement]
port_buffers=68
dp_hpwl_mm=175.2
place_ws_ps=1937
dp_cells=6450
gp_routability_congestion=1.057

[die]
rows=143
fp_util_pct=50.57
die_w_um=394.9
fp.dieH_um=394.9
fp.dieArea_um2=155900
pin_count=70
coreArea_um2=152600

[clock_network]
cts-root-buf=clkbuf_16
worstSkewPairLatency_ps=860
clockBufferDepth=3
postCtsSetupBuffers=0
cts-resized-gates=0
cts_hold_buf=0
path_clk_slew_ps=70
cts_tree=built
cts-buffers-inserted=202
htree_levels=4
cts.sinks=2098

[synthesis]
ys_sh_xor_pct=0.1702
synthCells=4355
ys_seq_share_pct=81.33
ys_cells=4355
ys.flops=2098
ys_area_um2=77170
simple_gate_area_share_pct=6.399
synth_area_um2=77170
compound_area_share_pct=10.07
yosys.area.top_type=edfxtp_1
avgSynthCellArea_um2=17.72
synth_cell_types=78
async_flop_share_pct=2.383
ys_top_logic_family=AND-OR/OR-AND gates
common_cells=edfxtp_1 (2048), a22oi_1 (746), and3_1 (202)
synthAdderAreaFrac_pct=0.2205
yosys-top-cells-area=edfxtp_1 (80%), a22oi_1 (7.3%), and3_1 (1.6%)
edf_count=2048
top_cell=edfxtp_1
synthMuxAreaShare_pct=0.2270
netlist.area_leader.share_pct=79.69
synth.yosys.warnings=2
ff_type=edfxtp_1

[pwr]
p_per_area_nw_per_um2=373.1
max-vdd-ir-drop_mv=0.2578
p_leak_nw=28.71
p_total_mw=33.04

[final_layout]
fin_util_pct=58.03
area_growth_pct=14.76
drive_above_1_share_pct=15.66
instances_no_fill=6842

[run]
openroad.warnings=32
maxCapViolCount=0

[min_path]
hold_class=flop to flop

[run_status]
status=complete, no violations

[cell families after synthesis]
| logic type | count (synthesis) |
|---|---|
| flip-flops | 2098 |
| AND-OR/OR-AND | 1022 |
| AND/OR/NAND/NOR | 916 |
| buffers and inverters | 273 |
| multiplexers | 17 |
| XOR/XNOR | 15 |
| adder cells (fa/ha/maj) | 13 |
| other | 1 |
[layout by cell type, fill, tap and decap left out, types with 20 or more instances in the layout]
cell	instances
a2111oi_0	57
a221oi_1	32
a22o_1	38
a22oi_1	746
and3_1	202
buf_2	33
buf_4	247
clkbuf_1	60
clkbuf_16	207
clkdlybuf4s50_1	34
clkinv_1	33
clkinv_2	34
dfrtp_1	35
edfxtp_1	2048
inv_1	20
nand2_1	159
nand3_1	120
nand4_1	120
nor2_1	31
nor2_4	125
nor3_1	31
nor4_1	48
o21ai_0	39
[critical path, delay by kind of cell, from the launching register on]
kind / cells / cell delay [ps]
AND/OR/NAND/NOR: 5 / 1960
buffers and inverters: 3 / 1110
AND-OR/OR-AND: 2 / 830
flip-flops: 1 / 340
[layout make-up]
| cell class | count | area (um^2) |
|---|---|---|
| antenna | 10 | 25.02 |
| clock buffer | 285 | 5653 |
| clock inverter | 97 | 883.3 |
| fill | 11110 | 64050 |
| inverter | 20 | 75.07 |
| multi-input combinational | 1984 | 14180 |
| sequential | 2098 | 62770 |
| tap | 2030 | 2540 |
| timing repair buffer | 318 | 2440 |
[where the power goes]
group          leakage (nW)  switching (mW)  internal (mW)
Clock                  3.19            4.98           6.42
Combinational          6.52            4.67           1.66
Sequential             19.0           0.274           15.0
[registers in the layout, indices dropped and copies added (netlist names)]
| signal | cells |
|---|---|
| fifo_cnt | 6 |
| fifo_mem | 2048 |
| rd_ptr | 6 |
| rdata | 32 |
| wr_ptr | 6 |
[layer usage]
metal  routed length, um  up-vias  GRT usage [%]
met3               67590     1070          41.49
met2              129200     4656          56.16
li1                    -    18650              -
met1               81950    22740          47.41
met5                2503        -          13.30
met4               22270       78          23.55
[final timing paths]
path                                to  slack, ps  cells after the start        start
setup / recovery             rdata[29]       2140                     10    rd_ptr[5]
hold / removal             fifo_cnt[5]        480                      1  fifo_cnt[5]
setup reg to reg             rdata[29]       2140                     10    rd_ptr[5]
hold reg to reg            fifo_cnt[5]        480                      1  fifo_cnt[5]
max in group asynchronous    rd_ptr[2]       5030                      2         nrst
min in group asynchronous    rdata[27]        500                      1         nrst
[stage by stage]
stage	hold slack, ps	area [um^2]
detailed placement	472.2	82010
floorplan	425.7	77170
global placement	474.2	82010
CTS	480.1	88540
finish	475.4	88570
global route	501.9	88550
Power is estimated from default activity; no workload was simulated.
