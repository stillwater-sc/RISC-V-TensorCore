`flow/design.v`:
```
module base_ram (
  input logic clk,
  input logic nrst,
  input logic we,
  input logic re,
  input logic[7:0] raddr1,
  input logic[7:0] raddr2,
  input logic[7:0] waddr,
  input logic[31:0] wdata,
  output logic[31:0] rdataA,
  output logic[31:0] rdataB
);
  logic[31:0] mem [255:0];  
  always_ff @(posedge clk, negedge nrst) begin
    if(!nrst) begin
      rdataA <= 'hdead_dead;
      rdataB <= 'hdead_dead;
    end
    else if (we && !re) begin
      mem[waddr] <= wdata;
      rdataA	 <= rdataA;
      rdataB	 <= rdataB;
    end
    else if (re && !we) begin
      rdataA	<= mem[raddr1];
      rdataB	<= mem[raddr2];
    end
    else if(we && re) begin
      mem[waddr]<= wdata;
      rdataA	<= mem[raddr1];
      rdataB	<= mem[raddr2];
    end
    else begin
      rdataA	<= rdataA;
      rdataB	<= rdataB;
    end
  end
endmodule
```
`flow/run.sh`:
```
#!/bin/bash
# OpenROAD 26Q1-2900-gdf79404cd8, Yosys 0.63+post, stock flow scripts
make -C /OpenROAD-flow-scripts/flow DESIGN_CONFIG=/design/flow/config.mk WORK_HOME=/design/flow/orfs finish
```
`flow/config.mk`:
```
export PLATFORM = sky130hd
export DESIGN_NAME = base_ram
export DESIGN_NICKNAME = base_ram
export VERILOG_FILES = /design/flow/design.v
export SDC_FILE = /design/flow/constraint.sdc
export NUM_CORES = 4
export LEC_CHECK = 1
export CORE_UTILIZATION = 50
```
`flow/constraint.sdc`:
```
current_design base_ram

set clk_period 2.6
set clk_io_pct 0.2

create_clock -name clk0 -period $clk_period [get_ports {clk}]

set non_clock_inputs [all_inputs -no_clocks]
set_input_delay [expr $clk_period * $clk_io_pct] -clock clk0 $non_clock_inputs
set_output_delay [expr $clk_period * $clk_io_pct] -clock clk0 [all_outputs]
```
==> qor.txt <==
status: aborted with a tool error
Fail Step: 5_1_grt
Err: [ERROR GRT-0116] Global routing finished with congestion. Check the congestion regions in the DRC Viewer.
Synth top area share: 70.33%
CTS Root Buffer Type: clkbuf_16
vias in the first global route: 431300
grt ovf: 127900
IO Pins: 124
sequential share of the synthesized area: 70.81%
Post-synth ARST share: 0.7752%
Synth cell types: 70
first-pass GRT wire length: 4861000 µm
Post-Synthesis Cells: 24140
DP Area: 0.4435 mm²
top cells, area: edfxtp_1 (70%), a22oi_1 (13%), a222oi_1 (2.2%)
ys cells: 24140
count of input and output buffers: 123
top-count cell post-synth: edfxtp_1
Yosys top cell by area: edfxtp_1
Post-synth EDFFs: 8192
Initial Utilization: 50.28%
Synth Register Bits: 8256
clock buffer count from CTS: 835
DP Wirelength: 2793000 µm
DIE HEIGHT: 838.4 µm
Die X: 838.4 µm
clock sink count: 8256
Yosys Chip Area: 0.3498 mm²
total track usage: 120.0%
Syn Area/Cell: 14.49 µm²
H-tree Lvls: 6
Yosys warnings: 2
row count: 306
ys flop type: edfxtp_1
largest net degree at the start of global routing: 121
Synth top cells by count: edfxtp_1 (8192), a22oi_1 (5920), clkbuf_1 (1433), nand2_1 (1222), o22ai_1 (1046)
buffer depth of the longest clock path: 4
Routability Congestion: 1.845
cell area after synthesis: 0.3498 mm²
==> metrics by stage <==
step	power, mW	utilization, %	setup slack [ns]	TNS (ns)	std cells
after detailed placement	167.1	63.76	-2.462	-1863.75	38360
after floorplan	154.1	-	-0.5025	-2080.01	24140
after CTS	288.2	68.38	-0.3402	-2.265	40130
after global placement	167.1	63.75	-3.055	-1848.15	38360
==> logic make-up after synthesis <==
logic type	share of synthesized area, %
AND-OR/OR-AND	20.91
buffers and inverters	2.517
XOR/XNOR	0.007514
flip-flops	70.81
multiplexers	0.04650
AND/OR/NAND/NOR	5.716
==> metal layers <==
layer	GRT overflow	GRT usage, %
met3	15370	104.9
met5	1580	97.44
met4	9919	102.4
met2	56060	133.5
met1	45000	131.2
==> timing repair <==
action / in CTS
hold endpoints to repair: 2702
buffers inserted: 190
hold buffers: 34
endpoints found under the setup margin: 120
gates resized: 514
pin swaps: 226
cloned: 3
Power figures rest on the tool's default switching activity, not on a simulated workload.
